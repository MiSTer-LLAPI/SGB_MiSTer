**./run.sh**
```bash
#!/bin/bash
# OpenROAD 26Q1-2900-gdf79404cd8, Yosys 0.63+post, stock flow scripts
make -C /OpenROAD-flow-scripts/flow DESIGN_CONFIG=/design/flow/config.mk WORK_HOME=/design/flow/orfs finish
```
**./config.mk**
```make
export PLATFORM = sky130hd
export DESIGN_NAME = savestates_gb
export DESIGN_NICKNAME = savestates_gb
export VERILOG_FILES = /design/flow/design.v
export SDC_FILE = /design/flow/constraint.sdc
export NUM_CORES = 4
export LEC_CHECK = 1
export CORE_UTILIZATION = 30
```
**./constraint.sdc**
```tcl
current_design savestates_gb

set clk_period 8.3
set clk_io_pct 0.2

create_clock -name clk0 -period $clk_period [get_ports {clk}]

set non_clock_inputs [all_inputs -no_clocks]
set_input_delay [expr $clk_period * $clk_io_pct] -clock clk0 $non_clock_inputs
set_output_delay [expr $clk_period * $clk_io_pct] -clock clk0 [all_outputs]
```
**./design.v**
```verilog
module savestates_gb
(
	input             reset_n,
	input             clk,
	input             ss_start,
	output reg        ss_done,
	output            ss_busy,
	input             save_en,
	input       [7:0] cart_ram_size,
	input      [63:0] ddr_di,
	output reg [63:0] ddr_do,
	output reg        ddr_req,
	output reg        ddr_wren,
	input             ddr_ack,
	output reg [63:0] gb_state_dout,
	output reg  [9:0] gb_state_adr,
	output reg        gb_state_wren,
	output            gb_state_load,
	input      [63:0] gb_state_din,
	output reg [19:0] gb_ram_addr,
	output reg  [7:0] gb_ram_data,
	output reg  [4:0] gb_ram_wren,
	input       [7:0] gb_ram_din_wram,
	input       [7:0] gb_ram_din_vram,
	input       [7:0] gb_ram_din_oram,
	input       [7:0] gb_ram_din_zram,
	input       [7:0] gb_ram_din_cram
);
reg [3:0] state;
reg [2:0] byte_count;
localparam STATE_COUNT = 64;
reg [2:0] ram_index;
reg [19:0] ram_size;
reg [7:0] gb_ram_din;
always @(*) begin
	case (ram_index)
		0,1: ram_size = 'd8192;  
		2: ram_size = 'd160;  
		3: ram_size = 'd128;  
		4: case (cart_ram_size)
				0: ram_size = 'd512;  
				1: ram_size = 'd2048;  
				2: ram_size = 'd8192;  
				3: ram_size = 'd32768;  
				default: ram_size = 'd131072;  
			endcase
		default: ram_size = 'd128;
	endcase
	case (ram_index)
		0: gb_ram_din = gb_ram_din_wram;
		1: gb_ram_din = gb_ram_din_vram;
		2: gb_ram_din = gb_ram_din_oram;
		3: gb_ram_din = gb_ram_din_zram;
		default: gb_ram_din = gb_ram_din_cram;
	endcase
end
localparam STATE_IDLE = 4'd0, STATE_INIT = 4'd1, SAVE_STATE = 4'd2,
			SAVE_RAM = 4'd3, READ_STATE = 4'd4,	READ_RAM = 4'd5,
			STATE_END = 4'd6;
assign ss_busy = (state != STATE_IDLE);
wire ddr_busy = (ddr_req != ddr_ack);
always @(posedge clk) begin
	if (~reset_n) begin
		state <= STATE_IDLE;
		ddr_req <= 0;
		ddr_wren <= 0;
		ss_done <= 0;
		gb_state_wren <= 0;
		gb_ram_wren <= 5'd0;
		gb_state_load <= 0;
	end else begin
		ss_done <= 0;
		gb_state_load <= 0;
		if (ss_start & ~ss_busy) begin
			state <= STATE_INIT;
		end
		case(state)
			STATE_INIT: begin
				gb_state_adr <= 10'd0;
				state <= save_en ? SAVE_STATE : READ_STATE;
				ddr_wren <= save_en;
				gb_ram_addr <= 20'd0;
				ram_index <= 3'd0;
				byte_count <= 3'd0;
				if (~save_en) begin
					ddr_req <= ~ddr_req;
				end
			end
			SAVE_STATE: begin
				if (~ddr_busy) begin
					ddr_do <= gb_state_din;
					ddr_req <= ~ddr_req;
					gb_state_adr <= gb_state_adr + 1'b1;
					if (gb_state_adr == STATE_COUNT-1) begin
						state <= SAVE_RAM;
					end
				end
			end
			SAVE_RAM: begin
				if (~ddr_busy) begin
					ddr_do[byte_count*8 +:8] <= gb_ram_din;
					byte_count <= gb_ram_addr[2:0];
					if (byte_count == 3'd7) begin
						ddr_req <= ~ddr_req;
					end else begin
						gb_ram_addr <= gb_ram_addr + 1'b1;
					end
					if (gb_ram_addr == ram_size) begin
						gb_ram_addr <= 20'd0;
						byte_count <= 3'd0;
						ram_index <= ram_index + 1'b1;
						if (ram_index == 3'd4) begin
							state <= STATE_END;
						end
					end
				end
			end
			READ_STATE: begin
				if (~ddr_busy) begin
					gb_state_wren <= ~gb_state_wren;
					if (~gb_state_wren) begin
						gb_state_dout <= ddr_di;
					end else begin
						ddr_req <= ~ddr_req;
						gb_state_adr <= gb_state_adr + 1'b1;
						if (gb_state_adr == STATE_COUNT-1) begin
							state <= READ_RAM;
						end
					end
				end
			end
			READ_RAM: begin
				if (~ddr_busy) begin
					gb_ram_wren[ram_index] <= ~gb_ram_wren[ram_index];
					if (~gb_ram_wren[ram_index]) begin
						gb_ram_data <= ddr_di[gb_ram_addr[2:0]*8 +:8];
					end else begin
						if (gb_ram_addr == ram_size-1'b1) begin
							gb_ram_addr <= 20'd0;
							ram_index <= ram_index + 1'b1;
							if (ram_index == 3'd4) begin
								state <= STATE_END;
							end else begin
								ddr_req <= ~ddr_req;
							end
						end else begin
							gb_ram_addr <= gb_ram_addr + 1'b1;
							if (gb_ram_addr[2:0] == 3'd7) begin
								ddr_req <= ~ddr_req;
							end
						end
					end
				end
			end
			STATE_END: begin
				if (~ddr_busy) begin
					state <= STATE_IDLE;
					ss_done <= 1;
					if (~save_en) gb_state_load <= 1;
				end
			end
		endcase
	end
end
endmodule
```
==> flow_summary_export.csv <==
group,metric,value,unit
run_status,status,"finished clean",
job,warning_count,34,
setup_path,critPathRequiredTime,8.63,ns
pwr,pwr-share-clk,28.5,%
pwr,ir_drop,0.137,mV
pwr,p_int,2.02,mW
placed_design,io_buffers,357,
placed_design,gp_congestion,0.880,
floorplanning,initCoreUtil,30.6,%
pwr,power.total,2.95,mW
synthesis,top_cell,"nor2_1",
setup_path,cp-end-kind,"flip-flop",
setup_path,arrival,5.25,ns
floorplanning,io_pins,358,
pwr,p_comb_share,28.4,%
synthesis,syn_area,9670,um^2
clock_network,clk_pin_slew_worst_paths,0.08,ns
global_route,grt_pass1_wl,48.2,mm
job,maxCapViolations,0,
placed_design,dp.cells,1587,
floorplanning,die_h,182,um
drt,drt-initial-drc-count,747,
pwr,powerDensity,206,nW/um^2
clock_network,clkLatencyLatePin,0.44,ns
clock_network,cts_tree,"yes",
setup_path,reg2reg_depth,14,
setup_path,cp-start-kind,"input pin",
placed_design,placed_area,13800,um^2
synthesis,ys_types,64,
worst_hold_path,min_path_type,"flip-flop to flip-flop",
sta,finalSetupViolations,0,
worst_hold_path,hold_depth,2,
pwr,switchingPower,934,uW
sta,slew_headroom,41.9,%
synthesis,yosysTopAreaCellShare,53.4,%
drt,wl_per_cell,20.0,um
clock_network,cts_sinks,186,
sta,fin_skew,0.0163,ns
sta,period_needed,4.92,ns
synthesis,avgSynthCellArea,11.3,um^2
pwr,switching_share,31.6,%
synthesis,yosys-top-cells-count,"190 x nor2_1, 172 x edfxtp_1, 64 x a221oi_1",
floorplanning,fp.coreArea,31600,um^2
synthesis,async_reset_ff_share,0,%
setup_path,reg2reg_from,"ram_index[0]",
synthesis,synth_flops,186,
clock_network,ctsResizeCount,0,
drt,vias,8480,
setup_path,worstPathMaxFanout,5,
sta,whs,0.514,ns
placed_design,hpwl,23.7,mm
synthesis,synth-edff-count,172,
worst_hold_path,hold_path_end,"gb_ram_wren[1]",
synthesis,synth-area-yosys,9670,um^2
setup_path,r2r_slack,3.79,ns
pwr,seqPwrFrac,43.1,%
drt,final_antenna_net_count,0,
sta,max_freq,203,MHz
sta,drv_slew,0,
drt,drc,0,
synthesis,ys_warn_count,4,
global_route,antenna_found_initial,0,
cells_and_area,drive_above_1_share,8.30,%
drt,drt-pass1-iter-count,5,
clock_network,cts_setup_buffers,0,
clock_network,htreeDepth,4,
synthesis,yosys.area.top_type,"edfxtp_1",
sta,layout_setup_ws,3.38,ns
sta,rsz0062_at_grt,"false",
drt,antenna_cells,0,
worst_hold_path,min_from,"gb_ram_wren[1]",
sta,fin_crit_sh,59.2,%
global_route,grt.overflow.total,0,
clock_network,cts-buffers-inserted,17,
cells_and_area,nFillCells,2975,
placed_design,post-place-ws,2.97,ns
drt,avgViaCountPerCell,5.24,
synthesis,ff_type,"edfxtp_1",
clock_network,root_buffer,"clkbuf_16",
clock_network,postCtsHoldBufs,0,
sta,tns,0,ns
global_route,track_usage,20.2,%
floorplanning,die-area,33000,um^2
synthesis,synth_seq_share,56.3,%
setup_path,path_class,"input pin to flip-flop",
floorplanning,fp-row-count,65,
synthesis,yosysCellCount,853,
cells_and_area,area_growth,48.4,%
drt,drt-total-wl,32.3,mm
sta,hold_violations,0,
floorplanning,chipWidth,182,um
cells_and_area,finish.instance_area,14400,um^2
cells_and_area,final_util,45.4,%
synthesis,syn_inst,853,
synthesis,ys_top_cells_by_area,"edfxtp_1 53%, nor2_1 7.4%, a221oi_1 5.8%",
cells_and_area,final_cells,1619,
sta,tightestPinTransition,0.868,ns
pwr,p_leak,4.86,nW
global_route,grt_max_degree,66,
clock_network,cts_buffer_depth,2,
setup_path,r2r-end,"state[0]",
global_route,first_global_vias,7956,
==> state kept, by name, summed over array words and instances, names as in the netlist <==
name           flops
byte_count         3
ddr_do            64
ddr_req            1
ddr_wren           1
gb_ram_addr       20
gb_ram_data        8
gb_ram_wren        5
gb_state_adr      10
gb_state_dout     64
gb_state_load      1
gb_state_wren      1
ram_index          3
ss_done            1
state              4
==> per-layer routing <==
metal / wire [um] / track usage [%] / part of all wire [%] / vias up
met2: 15500 / 31.7 / 48 / 399
met3: 2960 / 6.50 / 9.2 / 20
met1: 13400 / 29.4 / 42 / 4105
li1: - / - / - / 3956
met4: 422 / 2.58 / 1.3 / 0
met5: 0 / 0 / 0 / -
==> worst max path at each step <==
stage,from,cells past startpoint,to,slack (ns)
after global routing,cart_ram_size[3],12,gb_ram_addr[5],3.12
final,cart_ram_size[3],12,state[0],3.38
after CTS,cart_ram_size[3],12,state[0],3.43
==> cell type report <==
cell class / instances / area (um^2) / share of cell area, %
Sequential cell: 186 / 5450 / 37.9
Clock inverter: 15 / 171 / 1.19
Clock buffer: 17 / 425 / 2.96
Inverter: 20 / 75.1 / 0.523
Tap cell: 402 / 503 / 3.50
Timing Repair Buffer: 381 / 3750 / 26.2
Multi-Input combinational cell: 598 / 3980 / 27.7
==> cell usage in the layout, fill, tap and decap left out, types with 15 or more instances in the layout <==
| cell type | instances |
|---|---|
| a221oi_1 | 64 |
| clkdlybuf4s50_1 | 357 |
| mux4_2 | 17 |
| nand2_1 | 45 |
| edfxtp_1 | 172 |
| buf_4 | 24 |
| inv_1 | 20 |
| nor2_1 | 190 |
| a21oi_1 | 17 |
| clkbuf_16 | 17 |
| xor2_1 | 15 |
| ha_1 | 19 |
| xnor2_1 | 20 |
| nand3_1 | 28 |
| nor3_1 | 18 |
==> critical path: stages <==
cell,delay (ns)
clkdlybuf4s50_1,0.46
or4_4,0.59
nor2_1,0.28
nand2_1,0.11
ha_1,0.23
a211o_1,0.26
a211oi_1,0.31
o2111ai_1,0.15
or3_1,0.33
nor4b_1,0.49
a21oi_1,0.14
o211a_1,0.24
==> cells by family after synthesis <==
group           count (synthesis)  synth area share (%)
compound gates                144                  11.7
xor+xnor                       35                  3.17
fa+ha+maj                      19                  2.46
buf+inv                        69                  2.73
flops                         186                  56.3
mux                            30                  5.41
simple gates                  370                  18.3
==> power by group through the flow <==
stage	sequential [mW]	combinational [mW]	clock, mW
finish	1.27	0.838	0.841
CTS	1.27	0.844	0.863
global route	1.29	0.915	0.899
No activity file was given, so power comes from the tool's default toggle rates.
